==> design/flow/design.v <==
`timescale 1ns / 1ps
module Forwarding(
	EX_Rs,
	EX_Rt,
	MEM_Rd,
	MEM_RegWrite,
	WB_Rd,
	WB_RegWrite,
	Forward_A,
	Forward_B
    );
input 	[4:0]	EX_Rs;
input 	[4:0]	EX_Rt;
input 	[4:0]	MEM_Rd;
input 			MEM_RegWrite;
input 	[4:0]	WB_Rd;
input 			WB_RegWrite;
output	[1:0]	Forward_A;
output	[1:0]	Forward_B;
reg 	[1:0]	result_A = 2'd0;
reg 	[1:0]	result_B = 2'd0;
always@(*)begin
	if((MEM_RegWrite) && (MEM_Rd != 0) && (MEM_Rd == EX_Rs)) result_A = 2'd1;
	else if((WB_RegWrite) && (WB_Rd != 0) && (!((MEM_RegWrite) && (MEM_Rd != 0) && (MEM_Rd == EX_Rs))) && (WB_Rd == EX_Rs)) result_A = 2'd2;
	else result_A = 2'd0;
	if((MEM_RegWrite) && (MEM_Rd != 0) && (MEM_Rd == EX_Rt)) result_B = 2'd1;
	else if((WB_RegWrite) && (WB_Rd != 0) && (!((MEM_RegWrite) && (MEM_Rd != 0) && (MEM_Rd == EX_Rt))) && (WB_Rd == EX_Rt)) result_B = 2'd2;
	else result_B = 2'd0;
end
assign Forward_A = result_A;
assign Forward_B = result_B;
endmodule	
==> design/flow/run.sh <==
#!/bin/bash
# OpenROAD 26Q1-2900-gdf79404cd8, Yosys 0.63+post, stock flow scripts
make -C /OpenROAD-flow-scripts/flow DESIGN_CONFIG=/design/flow/config.mk WORK_HOME=/design/flow/orfs finish
==> design/flow/config.mk <==
export PLATFORM = sky130hd
export DESIGN_NAME = Forwarding
export DESIGN_NICKNAME = Forwarding
export VERILOG_FILES = /design/flow/design.v
export SDC_FILE = /design/flow/constraint.sdc
export NUM_CORES = 4
export LEC_CHECK = 1
export CORE_AREA = 10 10 70 70
export DIE_AREA = 0 0 80 80
==> design/flow/constraint.sdc <==
current_design Forwarding

set clk_period 3.0
set clk_io_pct 0.2

create_clock -name clk0 -period $clk_period

set non_clock_inputs [all_inputs -no_clocks]
set_input_delay [expr $clk_period * $clk_io_pct] -clock clk0 $non_clock_inputs
set_output_delay [expr $clk_period * $clk_io_pct] -clock clk0 [all_outputs]
==> ci_impl_report.md <==
## Implementation flow summary

| Metric | Value |
|---|---|
| Status | `complete, no violations` |
| Tool warnings | `32` |
| Finish-stage setup viols | `0` |
| Top logic family | `XOR/XNOR gates` |
| Initial antenna violation count | `0` |
| Clock buffers | `0` |
| Maximum vdd ir drop | `between 0.00001 and 0.000015 V` |
| Synth cell types | `9` |
| Via density | `about 3.2` |
| Simple-Gate Fraction of Synth Area | `around 29%` |
| Floorplan Utilization | `under 10%` |
| CORE AREA | `0.00342 sq mm` |
| Die Width | `approximately 80 um` |
| CP Capture Type | `primary output` |
| Most frequent CP cell | `clkdlybuf4s50_1` |
| RSZ-0062 raised after global routing | `no` |
| Yosys warns | `1` |
| Area occupied by registers | `0 sq um` |
| Drt first-iter violations | `2` |
| CP Cell Sequence | `clkdlybuf4s50_1 > or4_1 > o21ai_2 > nor4_2 > buf_4 > clkdlybuf4s50_1` |
| Synth mux share | `0%` |
| Worst EP arrival | `approximately 2300 ps` |
| Largest net degree at the start of global routing | `4` |
| Layout fillers | `about 380` |
| # Cells Yosys | `34` |
| Vias in the first global route | `425` |
| Total Routed Length | `1200 um` |
| Worst rel slew slack | `73.8%` |
| Die Ht | `~80 um` |
| Slew Limit Fails | `0` |
| CP top delay family | `buffers and inverters` |
| Area Growth Syn to Fin | `139%` |
| Avg WL per Cell | `10.8 um` |
| Synthesized instance count | `34` |
| Top-level port count | `26` |
| Most frequent logic cell in the layout | `clkdlybuf4s50_1` |
| Peak Freq | `between 0.3 and 0.4 GHz` |
| Drt drc | `0` |
| Sequential cell count | `0` |
| Worst Min Path Start | `WB_RegWrite` |
| Final min period | `a little under 3000 ps` |
| WP data required | `between 2000 and 2500 ps` |
| DRT antenna net count | `0` |
| Adder-cell share of the synthesized area | `0%` |
| Period utilization | `a little over nine tenths` |
| PnR worst setup slack | `67.2 ps` |
| DR pass1 iterations | `2` |
| Die area | `roughly 0.0064 sq mm` |
| Startpoint types | `input pin` |
| XOR/XNOR Area Share | `about two thirds` |
| Post-Syn Area | `between 200 and 300 sq um` |
| Layout cells sized above 1 | `between 10% and 20%` |
| First-pass GRT wire length | `1800 um` |
| Gpl congestion | `about 0.79` |
| Max cap viols | `0` |
| Synth Seq Share | `0%` |
| Hold/Removal Path Class | `input pin to primary output` |
| Dpl ws | `-233 ps` |
| Most frequent cells in the layout | `clkdlybuf4s50_1, xnor2_1, buf_4, xor2_1, nor4_1` |
| Area fraction in compound gates | `3.40%` |
| CP max FO | `2` |
| Vias | `359` |
| Final Hold Viols | `0` |
| CP Class | `input pin to primary output` |
| Critical Path Source | `MEM_Rd[1]` |
| Diode count | `0` |
| Leak pwr | `between 0.2 and 0.25 nW` |
| Bufs and invs on worst path | `3` |
| Row cnt | `21` |
| Measured slew at the worst slew-check pin | `389 ps` |
| Pwr/cell area | `between 100 and 150 mW/mm^2` |
| GRT overflow | `0` |
| IO Port Bufs | `26` |
| Power Total | `approximately 0.076 mW` |
| GRT Overall Usage | `roughly 3.4%` |
| CP max stage delay | `~550 ps` |
| Mapped Avg Cell Area | `between 7 and 8 sq um` |
| Worst path slowest cell | `or4_1` |
| Yosys stat chip area | `between 200 and 300 sq um` |
[cell families after synthesis]
logic type | after synthesis
and+or+nand+nor | 13
AOI/OAI and AO/OA | 1
xor gates and xnor gates | 20
[timing repair]
item / CTS / global route
setup buffers: 0 / 0
gates resized: 2 / 1
pin swaps: 2 / 0
hold buffers: 0 / 0
endpoints found under the setup margin: 2 / 1
[routing by layer]
layer  vias to the layer above  GRT usage, %  wire length, um
met1                       158          3.76              468
met2                        17          6.34              567
met3                         0          1.14              161
met4                         0             0                0
li1                        184             -                -
met5                         -             0                0
[path summary, 6_finish.rpt]
check | slack [ps] | endpoint | cells after the start
setup / recovery | 70 | Forward_B[0] | 6
hold / removal | 1990 | Forward_B[1] | 4
[where the power goes]
| group | total (mW) | switching [mW] | internal [mW] |
|---|---|---|---|
| logic | 0.0763 | 0.0276 | 0.0486 |
| clock network | 0 | 0 | 0 |
| registers | 0 | 0 | 0 |
[cell usage after synthesis]
| cell | instances | share of area (%) |
|---|---|---|
| or4_1 | 2 | 5.8 |
| xor2_1 | 4 | 14 |
| nor2_1 | 1 | 1.5 |
| o21ai_2 | 1 | 3.4 |
| nor4_1 | 4 | 9.7 |
| nand4_1 | 2 | 4.9 |
| nand2_1 | 2 | 2.9 |
| nand3_1 | 2 | 3.9 |
| xnor2_1 | 16 | 54 |
[layout make-up]
class | count | area, sq um | area share [%]
multi-input combinational | 34 | 264 | 42.8
tap | 46 | 57.6 | 9.33
timing repair buffer | 31 | 295 | 47.9
[tightest hold or removal path, delay by kind of cell]
kind,cells,cell delay (ps)
simple gates,2,140
buf+inv,2,650
[metrics by stage]
step	utilization [%]	std cells	setup TNS (ps)	area [sq um]	hold WS [ps]
global route	18.1	111	0	617	2040
CTS	17.9	111	0	611	1980
detailed placement	17.9	111	-426	613	2150
finish	18.1	111	0	617	1990
floorplan	-	34	0	258	1270
global placement	17.9	111	-404	613	2150
Power is estimated from default activity; no workload was simulated.
