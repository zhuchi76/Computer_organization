$ cat design.v
`timescale 1ns/1ps
module alu(
           clk,            
           rst_n,          
           src1,           
           src2,           
           ALU_control,    
           result,         
           zero,           
           cout,           
           overflow        
           );
input           clk;
input           rst_n;
input  [32-1:0] src1;
input  [32-1:0] src2;
input   [4-1:0] ALU_control;
output [32-1:0] result;
output          zero;
output          cout;
output          overflow;
wire             zero;
wire             cout;
wire             overflow;
reg        [1:0] op;
wire      [31:0] carry;
reg              A_inv;
reg              B_inv;
reg              less_sig;
wire      [31:0] result_tmp;
reg    [31:0] src1_tmp, src2_tmp;
reg   [3:0] ALU_control_tmp;
wire			     set;
wire			     equal;
assign result = result_tmp;
assign carry[0] = (ALU_control_tmp==4'b0110)? 1: (ALU_control_tmp==4'b0111)? 1: 0;  
assign zero = (result_tmp == 0) ? 1 : 0;
assign equal = (src1 == src2_tmp) ? 1 : 0;
assign overflow = ( (ALU_control_tmp==4'b0000) & src1_tmp[31] & src2_tmp[31] & ~result_tmp[31]) ? 1 
					  :( (ALU_control_tmp==4'b0000) & ~src1_tmp[31] & ~src2_tmp[31] & result_tmp[31]) ? 1 
					  :( (ALU_control_tmp==4'b0110) & src1_tmp[31] & ~src2_tmp[31] & ~(result_tmp[31])) ? 1 
					  :( (ALU_control_tmp==4'b0110) & ~src1_tmp[31] & src2_tmp[31] & result_tmp[31]) ? 1 
					  : 0;
always@( posedge clk or negedge rst_n ) begin
    if(rst_n == 1) begin
        less_sig <= 1'b0;
        case(ALU_control)
           4'b0000: begin A_inv <= 0; B_inv <= 0; op <= 0; end  
           4'b0001: begin A_inv <= 0; B_inv <= 0; op <= 1; end  
           4'b0010: begin A_inv <= 0; B_inv <= 0; op <= 2; end  
           4'b0110: begin A_inv <= 0; B_inv <= 1; op <= 2; end  
           4'b1100: begin A_inv <= 1; B_inv <= 1; op <= 0; end  
           4'b0111: begin A_inv <= 0; B_inv <= 1; op <= 3; end  
           default:;
	   endcase
	   src1_tmp <= src1;
	   src2_tmp <= src2;
	   ALU_control_tmp <= ALU_control;
	end
end
genvar i;
generate for(i = 0 ; i < 32 ; i = i + 1)
begin:ALU
        if( i==31) begin
                alu_last ALU( .src1(src1_tmp[31]), .src2(src2_tmp[31]), .less(less_sig), .A_invert(A_inv), .B_invert(B_inv),
					.cin(carry[31]), .operation(op), .result(result_tmp[31]), .cout(cout),
					.set(set), .equal(equal) );
        end
        else if ( i == 0 ) begin
                alu_top alu0( .src1(src1_tmp[0]), .src2(src2_tmp[0]), .less(set), .A_invert(A_inv), .B_invert(B_inv),
				  .cin(carry[0]), .operation(op), .result(result_tmp[0]), .cout(carry[1]) );
        end
        else begin
                alu_top ALU( .src1(src1_tmp[i]), .src2(src2_tmp[i]), .less(less_sig), .A_invert(A_inv), .B_invert(B_inv),
				  .cin(carry[i]), .operation(op), .result(result_tmp[i]), .cout(carry[i+1]) );
        end
end
endgenerate
endmodule
`timescale 1ns / 1ps
module alu_last(
               src1,        
               src2,        
               less,        
               A_invert,    
               B_invert,    
               cin,         
               operation,   
               result,      
               cout,        
					set,
					equal
               );
input         src1;
input         src2;
input         less;
input         A_invert;
input         B_invert;
input         cin;
input [2-1:0] operation;
input			  equal;
output   reg  result;
output   reg   cout;
output		set;
reg s1, s2;
reg done;
assign set = s1 ^ s2 ^ cin; 
always@( * )begin
done =0 ;
if(done == 0)begin
	if(A_invert) s1 = ~src1;	else s1 = src1;
	if(B_invert) s2 = ~src2;	else s2 = src2;
	case(operation)
		2'b00:begin 
			result = s1 & s2;
			cout = 0;end
		2'b01:begin 
			result = s1 | s2;
			cout = 0;end
		2'b10:begin 
			result = s1 ^ s2 ^ cin;
			cout = (s1&s2) | (s1&cin) | (s2&cin); 
			end
		2'b11:begin 
			result = less;
			cout = 0;  
			end
	endcase
	done = 1;
	end
else begin
	result = result;
	cout = cout;
end
end
endmodule
`timescale 1ns/1ps
module alu_top(
               src1,        
               src2,        
               less,        
               A_invert,    
               B_invert,    
               cin,         
               operation,   
               result,      
               cout        
               );
input         src1;
input         src2;
input         less;
input         A_invert;
input         B_invert;
input         cin;
input [2-1:0] operation;
output   reg  result;
output   reg   cout;
reg s1, s2;
reg done;
always@( * )begin
done =0 ;
if(done == 0)begin
	if(A_invert) s1 = ~src1;	else s1 = src1;
	if(B_invert) s2 = ~src2;	else s2 = src2;
	case(operation)
		2'b00:begin 
			result = s1 & s2;
			cout = 0;end
		2'b01:begin 
			result = s1 | s2;
			cout = 0;end
		2'b10:begin 
			result = s1 ^ s2 ^ cin;
			cout = (s1&s2) | (s1&cin) | (s2&cin); 
			end
		2'b11:begin 
			result = less;
			cout = (s1&s2) | (s1&cin) | (s2&cin); 
			end
	endcase
	done = 1;
end
else begin
	result = result;
	cout = cout;
end
end
endmodule
$ cat run.sh
#!/bin/bash
# OpenROAD 26Q1-2900-gdf79404cd8, Yosys 0.63+post, stock flow scripts
make -C /OpenROAD-flow-scripts/flow DESIGN_CONFIG=/design/flow/config.mk WORK_HOME=/design/flow/orfs finish
$ cat config.mk
export PLATFORM = sky130hd
export DESIGN_NAME = alu
export DESIGN_NICKNAME = alu
export VERILOG_FILES = /design/flow/design.v
export SDC_FILE = /design/flow/constraint.sdc
export NUM_CORES = 4
export LEC_CHECK = 1
export CORE_UTILIZATION = 50
$ cat constraint.sdc
current_design alu

set clk_period 13.7
set clk_io_pct 0.2

create_clock -name clk0 -period $clk_period [get_ports {clk}]

set non_clock_inputs [all_inputs -no_clocks]
set_input_delay [expr $clk_period * $clk_io_pct] -clock clk0 $non_clock_inputs
set_output_delay [expr $clk_period * $clk_io_pct] -clock clk0 [all_outputs]
==> results.txt <==
State of the implementation.

- The number of core rows is 39, for reference.
- Warnings raised by the tools during the run amount to between 90 and 100.
- Once layout is complete, the utilization of the core stands at between 60% and 70%.
- The largest net degree at the start of global routing is between 40 and 50, for reference.
- The signed area change from the synthesized netlist to the final layout is 32.8%, for reference.
- The remaining routing DRC violations is 0, for reference.
- The timing report shows that the slowest cell on the worst path is fa_1.
- The worst-case max-slew headroom was logged as 39.0%.
- The mean cell area of the mapped netlist is 11.1 um^2, for reference.
- TritonCTS built the clock tree.
- The type of the worst min-delay path is reg2reg, for reference.
- The highest clock rate this design can be run at is 0.0442 GHz.
- The largest vdd supply drop is 0.0843 mV, for reference.
- During I/O placement, the number of pins put on the boundary was 105.
- For this design the static power due to leakage is roughly 0.0035 uW.
- Sequential cells account for between 30% and 40% of the total power.
- The buffer cell driving the clock tree root is clkbuf_16, for reference.
- Summing all flip-flop and latch instances after layout gives roughly 0.0022 mm^2.
- Per STA, the highest per-stage delay on the worst path measures roughly 0.53 ns.
- The buffer depth of the longest clock path is 2, for reference.
- The number of distinct library cells after synthesis is 47, for reference.
- The number of storage elements in the synthesis netlist is 73, for reference.
- The via count normalized by instance count is ~5.0, for reference.
- Summing all multi-input logic gate instances after layout gives roughly 0.0033 mm^2.
- The share of flip-flops with an asynchronous set or reset is 0%, for reference.
- Looking at the power breakdown, the clock network takes a little over a quarter of the total.
- In the Yosys report the total cell count is about 540.
- The flow ran to the end, but the final reports show violations.
- After the flow finishes, the layout carries non-filler instances totaling 820.
- inv_1 is the most common cell in the netlist.
- Final hold analysis gives a worst-case slack of approximately 0.76 ns.
- The total instance count after detailed placement is between 700 and 800, for reference.
- The yosys synthesis warning count is 3, for reference.
- The maximum level of the CTS H-tree is 3, for reference.
- The number of max-cap violations is 0, for reference.
- Counting every sink on the clock net gives between 70 and 80.
- The final number of hold-violating endpoints is 0, for reference.
- The overall global routing resource usage is 23.4%, for reference.
- The clock insertion delay at the later pin of the skew report is between 0.3 and 0.4 ns, for reference.
- Setup repair after global routing could not meet its margin everywhere.
- The clock input transition at the sequential cells of the worst setup and hold paths is roughly 0.060 ns, for reference.
- The chip area in the Yosys report is just under 0.006 mm^2, for reference.
- In the post-route analysis, the smallest setup slack over all paths is -8.94 ns.
- Per the synth stats, the flop cell with the highest instance count is edfxtp_1.
- The placer's final routability congestion estimate is 0.879, for reference.
- Per the summary, power density relative to cell area is between 100 and 150 mW/mm^2.
- The power spent charging and discharging nets is between 200 and 300 uW, for reference.
- The initial antenna violation count is 0, for reference.
- The checks that failed: negative setup slack.
- The final wirelength is between 10 and 15 mm, for reference.
- The via count of the first global-routing pass is roughly 4200.
- The final count of pins violating max slew is 0, for reference.
- The width of the die is 111 um, for reference.
- The sum of internal, switching and leakage power is 851 uW, for reference.
- The post-synthesis instance total is around 540, for reference.
- The combinational cell fraction of total power is 41.6%, for reference.
- The number of synthesized flops with an enable pin is 70, for reference.
- Sequential elements use 36.3% of the synthesized area.
- The synthesized design devotes to its leading area cell type 35.3% of total area.
- The path type of the worst setup path is reg2out, for reference.
- The internal portion of the total power is a little under 600 uW.
- The routed design ends up with an antenna cell count of 0.
- The worst path uses 165% of the clock period.
- The total core area is between 0.01 and 0.015 mm^2, for reference.
- At the floorplan stage, the core utilization is reported as between 50% and 60%.
- STA classifies the critical path endpoint as an output pin.
- Buffers inserted during clock tree synthesis total 9.
- Before any placement, the netlist area is recorded as 0.00596 mm^2.
- The critical path data required time is 10.96 ns, for reference.
- The filler cells instantiated in the layout total around 830.
- The detailed-route wire length per cell is 15.7 um, for reference.
- Per the post-route antenna check, the number of violating nets is 0.
- STA classifies the critical path startpoint as a flip-flop.
- The HPWL after detailed placement is around 9.3 mm, for reference.
- In the final layout, the share of cells above drive strength 1 is between 30% and 40%.
- The floorplan die area is around 0.012 mm^2, for reference.
- The number of violations reported at the end of detailed-routing iteration 0 is 253, for reference.
- The number of input and output port buffers inserted is approximately 100, for reference.
- The clock skew is 0 ns, for reference.
- Per the timing report, the biggest fanout along the worst path comes to 2.
- At the worst endpoint, the arrival time is 19.90 ns.
- From bottom edge to top edge, the die measures 111 um.
- The first detailed-routing pass took 21 iterations.
- The transition time at the pin with the least slew margin is around 0.91 ns, for reference.
- The cell taking the most area after synthesis is edfxtp_1, for reference.
- The commonest cells after synthesis are 104 x inv_1, 70 x edfxtp_1, 64 x ha_1, 64 x xor2_1, 33 x buf_4.
- The via count is just over 4000, for reference.
- After global routing the overflow that remains totals 0.
- The first-pass GRT wire length is between 20 and 25 mm, for reference.
- The switching fraction of total power is around 32%, for reference.
- The final tally of setup violations is 19, for reference.
- Ranked by total cell area, the synthesized netlist is headed by edfxtp_1 35%, ha_1 13%, fa_1 11%, xor2_1 9.4%, inv_1 6.5%.
- The clock period minus worst slack is about 23 ns, for reference.
==> stage by stage <==
step | cell area [um^2] | setup TNS (ns) | setup slack, ns
finish | 7920 | -102.11 | -8.94
detailed placement | 7530 | -100.59 | -8.90
floorplan | 6220 | -87.73 | -8.03
CTS | 7870 | -103.35 | -9.01
global placement | 7530 | -98.83 | -8.72
global route | 7920 | -111.21 | -9.54
==> area by class of cell <==
class / instances / share of cell area [%]
multi-input combinational: 304 / 42.1
sequential: 73 / 27.3
timing repair buffer: 178 / 19.8
inverter: 106 / 5.03
clock buffer: 10 / 2.89
tap: 143 / 2.26
clock inverter: 6 / 0.664
==> registers in the layout (all words and copies together) (netlist names) <==
register and count:
B_inv 1, ALU_control_tmp 4, src2_tmp 32, src1_tmp 32, A_inv 1, op 3
==> power groups by stage <==
stage | Sequential [uW] | Combinational (uW) | Clock, uW
final | 274 | 354 | 223
after global routing | 275 | 397 | 239
after CTS | 274 | 351 | 230
==> per-layer routing <==
layer  wire length, um  vias to the layer above  share of wire (%)  track usage, %
met1              5950                     1948                 46            39.0
met3               836                       15                6.5            5.13
met5                 0                        -                  0               0
li1                  -                     2004                  -               -
met2              5880                      119                 46            34.5
met4               189                        0                1.5            3.06
==> worst max-delay path, delay by kind of cell, from the launching register on <==
kind	cells	cell delay [ns]
fa+ha+maj	32	10.59
simple gates	33	7.65
flops	1	0.42
compound gates	2	0.42
buf+inv	3	0.22
xor+xnor	1	0.20
==> worst paths after layout <==
| check | start | cells past startpoint | end | slack [ns] |
|---|---|---|---|---|
| max | src1_tmp[0] | 71 | zero | -8.94 |
| min | op[3] | 3 | op[3] | 0.76 |
| max reg2reg | op[2] | 4 | op[2] | 11.99 |
| min reg2reg | op[3] | 3 | op[3] | 0.76 |
==> timing repair <==
| action | in CTS | in global routing |
|---|---|---|
| resized | 73 | 11 |
| pin swaps | 3 | 5 |
| hold buffers | 0 | 0 |
| buffers inserted | 12 | 9 |
| setup endpoints to repair | 20 | 21 |
==> kinds of logic after synthesis <==
logic type | after synthesis | share of synthesized area, %
xor+xnor | 64 | 9.40
buf+inv | 160 | 13.0
compound gates | 49 | 6.80
flops | 73 | 36.3
fa+ha+maj | 96 | 24.2
simple gates | 95 | 10.4
==> layout by cell type, fill, tap and decap left out, types with 3 or more instances in the layout <==
cell / synthesis / layout
fa_2: 0 / 31
xor2_1: 64 / 63
nor4_1: 4 / 4
edfxtp_1: 70 / 70
clkdlybuf4s50_1: 0 / 84
or2_4: 0 / 31
a21oi_1: 7 / 7
dfxtp_1: 3 / 3
clkbuf_16: 0 / 9
a222oi_1: 13 / 13
o21ai_0: 4 / 3
o221ai_2: 2 / 8
or4b_2: 8 / 8
ha_1: 64 / 64
buf_2: 7 / 14
o221ai_1: 15 / 5
nand2_1: 5 / 5
inv_1: 104 / 97
buf_4: 33 / 66
nand3_1: 12 / 11
nor2_1: 9 / 7
o221ai_4: 0 / 4
buf_6: 5 / 14
nand4_1: 3 / 3
inv_2: 1 / 8
nand2b_1: 4 / 3
Power is estimated from default activity; no workload was simulated.
