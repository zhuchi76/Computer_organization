## flow/design.v

```verilog
`timescale 1ns / 1ps
module HazardDetection(
	EX_MemRead,
	EX_Rt,
	ID_Rs,
	ID_Rt,
	PCSrc,
	PC_Write,
	IF_ID_Write,
	IF_Flush,
	ID_Flush,
	EX_Flush
    );
input			EX_MemRead;
input	[4:0]	EX_Rt;
input	[4:0]	ID_Rs;
input	[4:0]	ID_Rt;
input			PCSrc;
output			PC_Write;
output			IF_ID_Write;
output			IF_Flush;
output			ID_Flush;
output			EX_Flush;
reg				result_PC_Write = 1'd1;
reg				result_IF_ID_Write = 1'd1;
reg				result_IF_Flush = 1'd0;
reg				result_ID_Flush = 1'd0;
reg				result_EX_Flush = 1'd0;
always@(*)begin
	result_PC_Write = 1'd1;
	result_IF_ID_Write = 1'd1;
	result_IF_Flush = 1'd0;
	result_ID_Flush = 1'd0;
	result_EX_Flush = 1'd0;
	if((EX_MemRead) && ((EX_Rt == ID_Rs) || (EX_Rt == ID_Rt))) begin
		result_PC_Write = 1'd0;
		result_IF_ID_Write = 1'd0;
		result_ID_Flush = 1'd1;
	end else begin
		result_PC_Write = 1'd1;
		result_IF_ID_Write = 1'd1;
		result_ID_Flush = 1'd0;
	end
	if(PCSrc)begin
		result_IF_Flush = 1'd1;
		result_ID_Flush = 1'd1;
		result_EX_Flush = 1'd1;
	end
end
assign PC_Write = result_PC_Write;
assign IF_ID_Write = result_IF_ID_Write;
assign IF_Flush = result_IF_Flush;
assign ID_Flush = result_ID_Flush;
assign EX_Flush = result_EX_Flush;
endmodule	
```

## flow/constraint.sdc

```tcl
current_design HazardDetection

set clk_period 1.9
set clk_io_pct 0.2

create_clock -name clk0 -period $clk_period

set non_clock_inputs [all_inputs -no_clocks]
set_input_delay [expr $clk_period * $clk_io_pct] -clock clk0 $non_clock_inputs
set_output_delay [expr $clk_period * $clk_io_pct] -clock clk0 [all_outputs]
```

## flow/config.mk

```make
export PLATFORM = sky130hd
export DESIGN_NAME = HazardDetection
export DESIGN_NICKNAME = HazardDetection
export VERILOG_FILES = /design/flow/design.v
export SDC_FILE = /design/flow/constraint.sdc
export NUM_CORES = 4
export LEC_CHECK = 1
export CORE_AREA = 10 10 70 70
export DIE_AREA = 0 0 80 80
```

## flow/run.sh

```bash
#!/bin/bash
# OpenROAD 26Q1-2900-gdf79404cd8, Yosys 0.63+post, stock flow scripts
make -C /OpenROAD-flow-scripts/flow DESIGN_CONFIG=/design/flow/config.mk WORK_HOME=/design/flow/orfs finish
```

==> run summary <==
Implementation status.

- The flow ran to the end, and the final reports show no timing, DRC or antenna violations.
- The area taken by sequential standard cells is reported as 0 sq um.
- The detail route stage leaves a number of antenna-violating nets equal to 0.
- The die is around 80 microns tall.
- The global-route usage over all layers is under 10%.
- The worst setup slack after layout is about 0.087 ns.
- The startpoint of the worst setup timing path is PCSrc.
- The critical setup path kind is input pin to output pin.
- The yosys warning tally is 1.
- The stage logs contain a warning count of 33.
- The number of inserted diodes is 0.
- In the layout the commonest cells are xor2_1, dlygate4sd2_1, clkdlybuf4s50_1, clkdlybuf4s15_1, clkbuf_2.
- The mapped netlist covers 152.6 sq um.
- The routed layout has 202 vias.
- After clock tree synthesis, the setup repair step added 0 buffers.
- After layout, the clock buffer instance count stands at 0.
- The row count is 21.
- Per the timing report, the achievable frequency comes out to 0.5517 GHz.
- The worst setup path is captured at an output pin.
- The via count of the first global-routing pass is 217.
- The report counts max-capacitance violations totalling 0.
- Before placement the cells fill under 10% of the core.
- Post-synthesis, Yosys gives the total cell area as 152.6 sq um.
- The power report puts the leakage power at 0.1701 nW.
- TritonRoute reported its final design rule violation total as 0.
- The ratio of final minimum period to clock period is around 95%.
- The number of cells in the yosys synthesis report is 20.
- The detailed-routed wire length on met3 is 74 microns.
- Wire segments on met2 add up to 480 microns in the final route.
- The script logs the mean routed wire length per placed instance as 9.069 microns.
- The first global-routing pass estimated 1.076 mm of wire.
- The total power consumption of the routed design is 0.06629 mW.
- The worst setup path is launched from an input pin.
- The post-placement cell count is between 80 and 90.
- Across the VDD grid, the largest voltage drop is 0.01600 mV.
- The initial antenna violation count was 0.
- The number of sequential cells reported for the layout is 0.
- The number of buffer cells added on primary ports is 22.
- Per the post-place timing report, worst setup slack is -0.5508 ns.
- Per the GRT congestion report, total overflow comes to 0.
- The die area is 6400 sq um.
- The slew at the pin closest to its max-slew limit is 0.3015 ns.
- The core region is 3416 sq um.
- Per the log, the first TritonRoute iteration ended with a DRC count of 4.
- The placer's final routability congestion estimate is 0.6876.
- The number of setup violations in the final report is 0.
- For this design the top-level I/O count stands at 22.
- For this block, wires on met1 add up to 234 microns.
- Per the synthesis report, the dominant area consumer among library cells is xor2_1.
- The tally of filler cells in the layout is 399.
- Setup repair after global routing left no endpoint under its margin.
- The final hold violation count is 0.
- The share of final-layout standard cells stronger than drive strength 1 is 24.39%.
- Routed signal wires occupy layers up through met3.
- The number of buffers inserted for hold repair after clock tree synthesis is 0.
- The capture point of the critical path was reported as EX_Flush.
- The report lists the power per cell area as 162.5 nW/um^2.
- The report shows a maximum critical-path fanout of 2.
- The first detailed-routing pass took 2 iterations.
- The share of the synthesized area in the top cell type is 57.38%.
- According to the floorplan report, the die width is 80 microns.
- Sorting the synthesized cells by area gives the leading types as xor2_1, buf_4, nor4_1, a221o_2, a22oi_1.
- The routed wire length is 789 microns.
- Per the run report, area growth between synthesis and finish was 167.2%.
- The mean cell area of the mapped netlist is around 7.6 sq um.
- Once layout is complete, the cells apart from fillers number 87.
- The script logs the ratio of routed vias to standard cells as 2.322.
- After routing, the total negative slack on setup checks comes to 0 ns.
- STA reports the tightest min-delay check as being of type input pin to output pin.
- The sequential fraction of the synthesis area is 0%.
- The number of distinct standard cells referenced by the synthesized netlist is 7.
- The final timing report lists a max-slew violation count of 0.
- Along the worst hold path, the cell count comes to 5.
- Counting I/O delays and the setup requirement, the final critical path takes 1.813 ns.
- The arrival time of data at the critical path endpoint is 1.43 ns.
- The endpoint required time on the critical path is 1.52 ns.
- The number of standard cells after synthesis is 20.
- The worst pin sits at a relative slew slack of about four fifths.
- Entering global routing, the biggest net connects 3 pins.
[repair_timing]
action / CTS / global route
pin swaps: 9 / 6
gates cloned: 0 / 0
setup endpoints to repair: 3 / 3
gates resized: 23 / 10
[cell families after synthesis]
logic type / after synthesis / synth area share (%)
AOI/OAI and AO/OA: 2 / 12.30
and+or+nand+nor: 4 / 13.12
buffers and inverters: 4 / 17.21
xor gates and xnor gates: 10 / 57.37
[critical path: stages]
cell             delay (ns)
clkdlybuf4s50_1        0.48
buf_4                  0.11
clkdlybuf4s50_1        0.45
[through the flow]
step | util [%] | hold WS, ns | instance area, sq um
floorplan | - | 0.8214 | 152.6
global placement | 12.38 | 1.753 | 422.9
detailed placement | 12.38 | 1.749 | 422.9
CTS | 12.20 | 1.497 | 416.7
global route | 11.94 | 1.459 | 407.9
finish | 11.94 | 1.375 | 407.9
[layer usage]
metal	vias to the layer above	global-route usage (%)
li1	108	-
met1	86	1.780
met2	8	4.976
met3	0	0.6818
met4	0	0
met5	-	0
[where the power goes]
part | switching [mW] | leakage (nW) | internal [mW]
Combinational | 0.0254 | 0.170 | 0.0409
Sequential | 0 | 0 | 0
Clock | 0 | 0 | 0
Total | 0.0254 | 0.170 | 0.0409
[worst min-delay path by stage]
stage	end	from	slack (ns)
finish	PC_Write	ID_Rt[0]	1.38
global route	PC_Write	ID_Rt[0]	1.46
CTS	ID_Flush	ID_Rt[0]	1.50
[layout make-up]
class	instances	area, sq um	area share (%)
Inverter	1	3.754	0.9202
Timing Repair Buffer	24	202.7	49.69
Multi-Input combinational cell	16	143.9	35.28
Tap cell	46	57.56	14.11
[synth_stat cells]
cell type and instances:
nor2_1 2, a22oi_1 1, xor2_1 10, a221o_2 1
inv_1 1, buf_4 3, nor4_1 2
Power figures rest on the tool's default switching activity, not on a simulated workload.
